==> run.sh <==
#!/bin/bash
# OpenROAD 26Q1-2900-gdf79404cd8, Yosys 0.63+post, stock flow scripts
make -C /OpenROAD-flow-scripts/flow DESIGN_CONFIG=/design/flow/config.mk WORK_HOME=/design/flow/orfs finish
==> config.mk <==
export PLATFORM = sky130hd
export DESIGN_NAME = pe27_mac
export DESIGN_NICKNAME = pe27_mac
export VERILOG_FILES = /design/flow/design.v
export SDC_FILE = /design/flow/constraint.sdc
export NUM_CORES = 4
export LEC_CHECK = 1
export CORE_UTILIZATION = 40
==> constraint.sdc <==
current_design pe27_mac

set clk_period 6.3
set clk_io_pct 0.2

create_clock -name clk0 -period $clk_period [get_ports {clk}]

set non_clock_inputs [all_inputs -no_clocks]
set_input_delay [expr $clk_period * $clk_io_pct] -clock clk0 $non_clock_inputs
set_output_delay [expr $clk_period * $clk_io_pct] -clock clk0 [all_outputs]
==> design.v <==
module adder14_cla (
    input  wire        clk,
    input  wire        rst_n,
    input  wire        start,
    input  wire [13:0] a,
    input  wire [13:0] b,
    output reg  [13:0] sum,
    output reg         carry_out,
    output reg         busy,
    output reg         done
);
    localparam ST_IDLE = 1'b0;
    localparam ST_CALC = 1'b1;
    reg        state;
    reg [13:0] a_reg;
    reg [13:0] b_reg;
    wire [13:0] p;
    wire [13:0] g;
    wire [14:0] c;
    wire [13:0] sum_next;
    assign p = a_reg ^ b_reg;
    assign g = a_reg & b_reg;
    assign c[0] = 1'b0;
    genvar i, j;
    generate
        for (i = 1; i <= 14; i = i + 1) begin : GEN_CARRY
            wire [i:1] terms;
            for (j = 0; j < i; j = j + 1) begin : GEN_TERM
                if (j == i-1) begin
                    assign terms[j+1] = g[i-1];
                end else begin
                    assign terms[j+1] = (&p[i-1:j+1]) & g[j];
                end
            end
            assign c[i] = |terms;
        end
    endgenerate
    assign sum_next = p ^ c[13:0];
    always @(posedge clk or negedge rst_n) begin
        if (!rst_n) begin
            state     <= ST_IDLE;
            a_reg     <= 14'd0;
            b_reg     <= 14'd0;
            sum       <= 14'd0;
            carry_out <= 1'b0;
            busy      <= 1'b0;
            done      <= 1'b0;
        end else begin
            done <= 1'b0;
            case (state)
                ST_IDLE: begin
                    if (start) begin
                        a_reg <= a;
                        b_reg <= b;
                        busy  <= 1'b1;
                        state <= ST_CALC;
                    end
                end
                ST_CALC: begin
                    sum       <= sum_next;
                    carry_out <= c[14];
                    busy      <= 1'b0;
                    done      <= 1'b1;
                    state     <= ST_IDLE;
                end
            endcase
        end
    end
endmodule
module adder8_seq (
    input  wire       clk,
    input  wire       rst_n,
    input  wire       start,
    input  wire [7:0] a,
    input  wire [7:0] b,
    output reg  [7:0] sum,
    output reg        carry_out,
    output reg        busy,
    output reg        done
);
    localparam ST_IDLE   = 1'b0;
    localparam ST_CALC   = 1'b1;
    reg        state;
    reg [7:0]  a_reg;
    reg [7:0]  b_reg;
    wire [7:0] p;
    wire [7:0] g;
    wire [8:0] c;
    wire [7:0] sum_next;
    assign p = a_reg ^ b_reg;
    assign g = a_reg & b_reg;
    assign c[0] = 1'b0;
    assign c[1] = g[0] | (p[0] & c[0]);
    assign c[2] = g[1] | (p[1] & g[0]) | (p[1] & p[0] & c[0]);
    assign c[3] = g[2] | (p[2] & g[1]) | (p[2] & p[1] & g[0]) | (p[2] & p[1] & p[0] & c[0]);
    assign c[4] = g[3] | (p[3] & g[2]) | (p[3] & p[2] & g[1]) | (p[3] & p[2] & p[1] & g[0]) | (p[3] & p[2] & p[1] & p[0] & c[0]);
    assign c[5] = g[4] | (p[4] & g[3]) | (p[4] & p[3] & g[2]) | (p[4] & p[3] & p[2] & g[1]) | (p[4] & p[3] & p[2] & p[1] & g[0]) | (p[4] & p[3] & p[2] & p[1] & p[0] & c[0]);
    assign c[6] = g[5] | (p[5] & g[4]) | (p[5] & p[4] & g[3]) | (p[5] & p[4] & p[3] & g[2]) | (p[5] & p[4] & p[3] & p[2] & g[1]) | (p[5] & p[4] & p[3] & p[2] & p[1] & g[0]) | (p[5] & p[4] & p[3] & p[2] & p[1] & p[0] & c[0]);
    assign c[7] = g[6] | (p[6] & g[5]) | (p[6] & p[5] & g[4]) | (p[6] & p[5] & p[4] & g[3]) | (p[6] & p[5] & p[4] & p[3] & g[2]) | (p[6] & p[5] & p[4] & p[3] & p[2] & g[1]) | (p[6] & p[5] & p[4] & p[3] & p[2] & p[1] & g[0]) | (p[6] & p[5] & p[4] & p[3] & p[2] & p[1] & p[0] & c[0]);
    assign c[8] = g[7] | (p[7] & g[6]) | (p[7] & p[6] & g[5]) | (p[7] & p[6] & p[5] & g[4]) | (p[7] & p[6] & p[5] & p[4] & g[3]) | (p[7] & p[6] & p[5] & p[4] & p[3] & g[2]) | (p[7] & p[6] & p[5] & p[4] & p[3] & p[2] & g[1]) | (p[7] & p[6] & p[5] & p[4] & p[3] & p[2] & p[1] & g[0]) | (p[7] & p[6] & p[5] & p[4] & p[3] & p[2] & p[1] & p[0] & c[0]);
    assign sum_next[0] = p[0] ^ c[0];
    assign sum_next[1] = p[1] ^ c[1];
    assign sum_next[2] = p[2] ^ c[2];
    assign sum_next[3] = p[3] ^ c[3];
    assign sum_next[4] = p[4] ^ c[4];
    assign sum_next[5] = p[5] ^ c[5];
    assign sum_next[6] = p[6] ^ c[6];
    assign sum_next[7] = p[7] ^ c[7];
    always @(posedge clk or negedge rst_n) begin
        if (!rst_n) begin
            state     <= ST_IDLE;
            a_reg     <= 8'd0;
            b_reg     <= 8'd0;
            sum       <= 8'd0;
            carry_out <= 1'b0;
            busy      <= 1'b0;
            done      <= 1'b0;
        end else begin
            done <= 1'b0;
            case (state)
                ST_IDLE: begin
                    if (start) begin
                        a_reg <= a;
                        b_reg <= b;
                        busy  <= 1'b1;
                        state <= ST_CALC;
                    end
                end
                ST_CALC: begin
                    sum       <= sum_next;
                    carry_out <= c[8];
                    busy      <= 1'b0;
                    done      <= 1'b1;
                    state     <= ST_IDLE;
                end
                default: begin
                    state <= ST_IDLE;
                end
            endcase
        end
    end
endmodule
module multiplier8_seq (
    input  wire       clk,
    input  wire       rst_n,
    input  wire       start,
    input  wire [7:0] a,
    input  wire [7:0] b,
    output reg [15:0] product,
    output reg        busy,
    output reg        done
);
    localparam ST_IDLE        = 4'd0;
    localparam ST_CHECK_BIT   = 4'd1;
    localparam ST_ADD_LO_S    = 4'd2;
    localparam ST_ADD_LO_W    = 4'd3;
    localparam ST_ADD_HI_S    = 4'd4;
    localparam ST_ADD_HI_W    = 4'd5;
    localparam ST_ADD_CY_S    = 4'd6;
    localparam ST_ADD_CY_W    = 4'd7;
    localparam ST_SHIFT_NEXT  = 4'd8;
    localparam ST_FINISH      = 4'd9;
    reg [3:0] state;
    reg [2:0] bit_idx;
    reg [15:0] multiplicand16;
    reg [7:0]  multiplier;
    reg        carry_lo;
    reg add_start;
    reg [7:0] add_a;
    reg [7:0] add_b;
    wire [7:0] add_sum;
    wire add_carry;
    wire add_done;
    adder8_seq u_add (
        .clk(clk),
        .rst_n(rst_n),
        .start(add_start),
        .a(add_a),
        .b(add_b),
        .sum(add_sum),
        .carry_out(add_carry),
        .busy(),
        .done(add_done)
    );
    always @(posedge clk or negedge rst_n) begin
        if (!rst_n) begin
            state         <= ST_IDLE;
            bit_idx       <= 3'd0;
            multiplicand16<= 16'd0;
            multiplier    <= 8'd0;
            product       <= 16'd0;
            busy          <= 1'b0;
            done          <= 1'b0;
            carry_lo      <= 1'b0;
            add_start     <= 1'b0;
            add_a         <= 8'd0;
            add_b         <= 8'd0;
        end else begin
            done      <= 1'b0;
            add_start <= 1'b0;
            case (state)
                ST_IDLE: begin
                    if (start) begin
                        multiplicand16 <= {8'd0, a};
                        multiplier     <= b;
                        product        <= 16'd0;
                        bit_idx        <= 3'd0;
                        busy           <= 1'b1;
                        state          <= ST_CHECK_BIT;
                    end
                end
                ST_CHECK_BIT: begin
                    if (multiplier[0]) begin
                        state <= ST_ADD_LO_S;
                    end else begin
                        state <= ST_SHIFT_NEXT;
                    end
                end
                ST_ADD_LO_S: begin
                    add_a     <= product[7:0];
                    add_b     <= multiplicand16[7:0];
                    add_start <= 1'b1;
                    state     <= ST_ADD_LO_W;
                end
                ST_ADD_LO_W: begin
                    if (add_done) begin
                        product[7:0] <= add_sum;
                        carry_lo     <= add_carry;
                        state        <= ST_ADD_HI_S;
                    end
                end
                ST_ADD_HI_S: begin
                    add_a     <= product[15:8];
                    add_b     <= multiplicand16[15:8];
                    add_start <= 1'b1;
                    state     <= ST_ADD_HI_W;
                end
                ST_ADD_HI_W: begin
                    if (add_done) begin
                        product[15:8] <= add_sum;
                        if (carry_lo) begin
                            state <= ST_ADD_CY_S;
                        end else begin
                            state <= ST_SHIFT_NEXT;
                        end
                    end
                end
                ST_ADD_CY_S: begin
                    add_a     <= product[15:8];
                    add_b     <= 8'b0000_0001;
                    add_start <= 1'b1;
                    state     <= ST_ADD_CY_W;
                end
                ST_ADD_CY_W: begin
                    if (add_done) begin
                        product[15:8] <= add_sum;
                        state         <= ST_SHIFT_NEXT;
                    end
                end
                ST_SHIFT_NEXT: begin
                    multiplicand16 <= multiplicand16 << 1;
                    multiplier     <= multiplier >> 1;
                    if (bit_idx == 3'd7) begin
                        state <= ST_FINISH;
                    end else begin
                        bit_idx <= bit_idx + 3'd1;
                        state   <= ST_CHECK_BIT;
                    end
                end
                ST_FINISH: begin
                    busy  <= 1'b0;
                    done  <= 1'b1;
                    state <= ST_IDLE;
                end
                default: state <= ST_IDLE;
            endcase
        end
    end
endmodule
module pe27_mac (
    input  wire         clk,
    input  wire         rst_n,
    input  wire         start,
    input  wire [215:0] weights_flat,
    input  wire [215:0] inputs_flat,
    output reg  [23:0]  mac_out,
    output reg          busy,
    output reg          done
);
    localparam ST_IDLE      = 4'd0;
    localparam ST_MUL_START = 4'd1;
    localparam ST_MUL_WAIT  = 4'd2;
    localparam ST_A1_START  = 4'd3;
    localparam ST_A1_WAIT   = 4'd4;
    localparam ST_A2_START  = 4'd5;
    localparam ST_A2_WAIT   = 4'd6;
    localparam ST_A3_START  = 4'd7;
    localparam ST_A3_WAIT   = 4'd8;
    localparam ST_A4_START  = 4'd9;
    localparam ST_A4_WAIT   = 4'd10;
    localparam ST_A5_START  = 4'd11;
    localparam ST_A5_WAIT   = 4'd12;
    reg [3:0] state;
    reg         mul_start_all;
    wire [431:0] mul_products_flat;
    wire [26:0]  mul_done_vec;
    reg start_a1, start_a2, start_a3, start_a4, start_a5;
    wire [181:0] s1_flat;  
    wire [97:0]  s2_flat;  
    wire [41:0]  s3_flat;  
    wire [27:0]  s4_flat;  
    wire [13:0]  s5;
    wire [12:0] done_a1;
    wire [6:0]  done_a2;
    wire [2:0]  done_a3;
    wire [1:0]  done_a4;
    wire        done_a5;
    reg [26:0] mul_done_latched;
    reg [12:0] a1_done_latched;
    reg [6:0]  a2_done_latched;
    reg [2:0]  a3_done_latched;
    reg [1:0]  a4_done_latched;
    reg        a5_done_latched;
    wire all_mul_done = &mul_done_latched;
    wire all_done_a1  = &a1_done_latched;
    wire all_done_a2  = &a2_done_latched;
    wire all_done_a3  = &a3_done_latched;
    wire all_done_a4  = &a4_done_latched;
    genvar gi;
    generate
        for (gi = 0; gi < 27; gi = gi + 1) begin : GEN_MUL
            multiplier8_seq u_mul (
                .clk(clk),
                .rst_n(rst_n),
                .start(mul_start_all),
                .a(weights_flat[gi*8 +: 8]),
                .b(inputs_flat[gi*8 +: 8]),
                .product(mul_products_flat[gi*16 +: 16]),
                .busy(),
                .done(mul_done_vec[gi])
            );
        end
        for (gi = 0; gi < 13; gi = gi + 1) begin : GEN_A1
            adder14_cla u_add (
                .clk(clk),
                .rst_n(rst_n),
                .start(start_a1),
                .a({6'd0, mul_products_flat[(2*gi)*16 +: 8]}),
                .b({6'd0, mul_products_flat[(2*gi+1)*16 +: 8]}),
                .sum(s1_flat[gi*14 +: 14]),
                .carry_out(),
                .busy(),
                .done(done_a1[gi])
            );
        end
        for (gi = 0; gi < 7; gi = gi + 1) begin : GEN_A2
            wire [13:0] in_a;
            wire [13:0] in_b;
            assign in_a = (2*gi < 13) ? s1_flat[(2*gi)*14 +: 14] : {6'd0, mul_products_flat[26*16 +: 8]};
            assign in_b = (2*gi+1 < 13) ? s1_flat[(2*gi+1)*14 +: 14] : {6'd0, mul_products_flat[26*16 +: 8]};
            adder14_cla u_add (
                .clk(clk),
                .rst_n(rst_n),
                .start(start_a2),
                .a(in_a),
                .b(in_b),
                .sum(s2_flat[gi*14 +: 14]),
                .carry_out(),
                .busy(),
                .done(done_a2[gi])
            );
        end
        for (gi = 0; gi < 3; gi = gi + 1) begin : GEN_A3
            adder14_cla u_add (
                .clk(clk),
                .rst_n(rst_n),
                .start(start_a3),
                .a(s2_flat[(2*gi)*14 +: 14]),
                .b(s2_flat[(2*gi+1)*14 +: 14]),
                .sum(s3_flat[gi*14 +: 14]),
                .carry_out(),
                .busy(),
                .done(done_a3[gi])
            );
        end
        for (gi = 0; gi < 2; gi = gi + 1) begin : GEN_A4
            wire [13:0] in_a;
            wire [13:0] in_b;
            assign in_a = (gi == 0) ? s3_flat[0*14 +: 14] : s3_flat[2*14 +: 14];
            assign in_b = (gi == 0) ? s3_flat[1*14 +: 14] : s2_flat[6*14 +: 14];
            adder14_cla u_add (
                .clk(clk),
                .rst_n(rst_n),
                .start(start_a4),
                .a(in_a),
                .b(in_b),
                .sum(s4_flat[gi*14 +: 14]),
                .carry_out(),
                .busy(),
                .done(done_a4[gi])
            );
        end
        adder14_cla u_add5 (
            .clk(clk),
            .rst_n(rst_n),
            .start(start_a5),
            .a(s4_flat[0*14 +: 14]),
            .b(s4_flat[1*14 +: 14]),
            .sum(s5),
            .carry_out(),
            .busy(),
            .done(done_a5)
        );
    endgenerate
    always @(posedge clk or negedge rst_n) begin
        if (!rst_n) begin
            state <= ST_IDLE;
            mac_out <= 24'd0;
            busy <= 1'b0;
            done <= 1'b0;
            mul_start_all <= 1'b0;
            start_a1 <= 1'b0;
            start_a2 <= 1'b0;
            start_a3 <= 1'b0;
            start_a4 <= 1'b0;
            start_a5 <= 1'b0;
            mul_done_latched <= 27'd0;
            a1_done_latched  <= 13'd0;
            a2_done_latched  <= 7'd0;
            a3_done_latched  <= 3'd0;
            a4_done_latched  <= 2'd0;
            a5_done_latched  <= 1'b0;
        end else begin
            done <= 1'b0;
            mul_start_all <= 1'b0;
            start_a1 <= 1'b0;
            start_a2 <= 1'b0;
            start_a3 <= 1'b0;
            start_a4 <= 1'b0;
            start_a5 <= 1'b0;
            mul_done_latched <= mul_done_latched | mul_done_vec;
            a1_done_latched  <= a1_done_latched  | done_a1;
            a2_done_latched  <= a2_done_latched  | done_a2;
            a3_done_latched  <= a3_done_latched  | done_a3;
            a4_done_latched  <= a4_done_latched  | done_a4;
            a5_done_latched  <= a5_done_latched  | done_a5;
            case (state)
                ST_IDLE: begin
                    if (start) begin
                        busy <= 1'b1;
                        mac_out <= 24'd0;
                        mul_done_latched <= 27'd0;
                        a1_done_latched  <= 13'd0;
                        a2_done_latched  <= 7'd0;
                        a3_done_latched  <= 3'd0;
                        a4_done_latched  <= 2'd0;
                        a5_done_latched  <= 1'b0;
                        state <= ST_MUL_START;
                    end
                end
                ST_MUL_START: begin
                    mul_start_all <= 1'b1;
                    mul_done_latched <= 27'd0;
                    state <= ST_MUL_WAIT;
                end
                ST_MUL_WAIT: begin
                    if (all_mul_done) begin
                        a1_done_latched <= 13'd0;
                        state <= ST_A1_START;
                    end
                end
                ST_A1_START: begin
                    start_a1 <= 1'b1;
                    a1_done_latched <= 13'd0;
                    state <= ST_A1_WAIT;
                end
                ST_A1_WAIT: begin
                    if (all_done_a1) begin
                        a2_done_latched <= 7'd0;
                        state <= ST_A2_START;
                    end
                end
                ST_A2_START: begin
                    start_a2 <= 1'b1;
                    a2_done_latched <= 7'd0;
                    state <= ST_A2_WAIT;
                end
                ST_A2_WAIT: begin
                    if (all_done_a2) begin
                        a3_done_latched <= 3'd0;
                        state <= ST_A3_START;
                    end
                end
                ST_A3_START: begin
                    start_a3 <= 1'b1;
                    a3_done_latched <= 3'd0;
                    state <= ST_A3_WAIT;
                end
                ST_A3_WAIT: begin
                    if (all_done_a3) begin
                        a4_done_latched <= 2'd0;
                        state <= ST_A4_START;
                    end
                end
                ST_A4_START: begin
                    start_a4 <= 1'b1;
                    a4_done_latched <= 2'd0;
                    state <= ST_A4_WAIT;
                end
                ST_A4_WAIT: begin
                    if (all_done_a4) begin
                        a5_done_latched <= 1'b0;
                        state <= ST_A5_START;
                    end
                end
                ST_A5_START: begin
                    start_a5 <= 1'b1;
                    a5_done_latched <= 1'b0;
                    state <= ST_A5_WAIT;
                end
                ST_A5_WAIT: begin
                    if (a5_done_latched) begin
                        mac_out <= {10'd0, s5};
                        busy <= 1'b0;
                        done <= 1'b1;
                        state <= ST_IDLE;
                    end
                end
                default: state <= ST_IDLE;
            endcase
        end
    end
endmodule
==> results.json <==
{
  "leakagePower_nw": 84.3,
  "crit_type": "flip-flop to output pin",
  "cts.sinks": 3529,
  "fill_cells": 34224,
  "cpLargestDelayFamily": "buffers and inverters",
  "pwr-share-seq_pct": 48.5,
  "p_comb_share_pct": 1.8,
  "lay_top_count": "dfrtp_1",
  "die_area_sq_um": 390000,
  "grt_overflow": 0,
  "drive_gt1_share_pct": 14.3,
  "path_max_fanout": 2,
  "yosys_cells": 13515,
  "r2r_cells": 7,
  "cp.required_ps": 5040,
  "cp.arrival_ps": 2130,
  "worst_slack_ps": 2910,
  "hpwl_um": 235000,
  "chipWidth_um": 624,
  "clk_latency_ps": 950,
  "p_total_mw": 46.7,
  "die_h_um": 624,
  "cts_max_path_buffers": 4,
  "reg.largest.list": "GEN_MUL.u_mul.multiplicand16 (432), GEN_MUL.u_mul.product (432), GEN_MUL.u_mul.state (270)",
  "internal_power_mw": 36.8,
  "fmax_ghz": 0.295,
  "lay_top_cells": "3499 x dfrtp_1, 1743 x nand2_1, 1562 x o21ai_0",
  "syn_area_sq_um": 155000,
  "finalCriticalPeriod_ps": 3390,
  "drc": 0,
  "num_vias": 98772,
  "drt-total-wl_um": 342000,
  "ys_types": 75,
  "clk_pin_slew_worst_paths_ps": 60,
  "final_area_sq_um": 179000,
  "wl_per_cell_um": 17.6,
  "tightest_slew_ps": 883,
  "htree_levels": 5,
  "dp_worst_setup_slack_ps": 2950,
  "antenna_left": 0,
  "ys_area_sq_um": 155000,
  "p_per_area_nw_per_um2": 262,
  "worst_setup_path_end_kind": "output pin",
  "post_dp_cell_area_sq_um": 165000,
  "critical_path.cell_chain": "clkdlybuf4s50_1",
  "critPathLaunchType": "flip-flop",
  "ys_seq_share_pct": 57.1,
  "crit_path_top_delay_cell": "clkdlybuf4s50_1",
  "place_congestion": 0.850,
  "port_buffers": 449,
  "p_sw_share_pct": 21.3,
  "drt_iter0_drc": 5692,
  "skew_ps": 41.0,
  "finalSetupViolations": 0,
  "ios": 461,
  "hold_class": "input pin to asynchronous set/reset pin",
  "synth_area_per_cell_sq_um": 11.5,
  "report.final.slew_viol_count": 0,
  "path_depth": 1,
  "synth-edff-count": 0,
  "grt_pass1_vias": 98442,
  "status": "completed",
  "ys.flops": 3529,
  "critPathBufInv": 1,
  "drv_cap": 0,
  "critPathMaxStageDelay_ps": 610,
  "ys.flop_type": "dfrtp_1",
  "layout.cells.non_filler": 19475,
  "ctsResizeCount": 0,
  "warning_count": 52,
  "drt-vias-per-instance": 5.07,
  "ir_worst_vdd_mv": 0.208,
  "dp.cells": 18777,
  "rr_startpoint": "mul_start_all",
  "num_rows": 228,
  "relSlewSlack_pct": 40.2,
  "async_flop_share_pct": 100,
  "fin_crit_sh_pct": 53.8,
  "pwr-share-clk_pct": 49.6,
  "hold_viol": 0,
  "synth_cells": 13515,
  "coreArea_sq_um": 385000,
  "tns_ps": 0,
  "drt_pass1_iterations": 8,
  "tritoncts": "done",
  "syn_to_final_growth_pct": 15.3,
  "cts_root_buf": "clkbuf_16",
  "postCtsHoldBufs": 0,
  "grtUsageTotal_pct": 18.6,
  "startpoint": "mac_out[0]",
  "ys_warn_count": 4,
  "cts_buffers": 387,
  "switchingPower_mw": 9.96,
  "rsz0062_at_grt": "false",
  "grt_pass1_wl_um": 558000,
  "grt_max_degree": 126,
  "post_cts_buffers": 0,
  "fp_util_pct": 40.2,
  "grt_antenna_before_repair": 16
}
## stage by stage
step	hold WS [ps]	util, %
floorplan	346	-
global route	256	46.3
CTS	213	46.3
detailed placement	356	42.9
finish	267	46.3
global placement	354	42.9
## cells in the mapped netlist (33+ instances only)
cell type,count,area share (%)
a2111o_1,58,0.42
a211o_1,34,0.19
a21o_1,160,0.78
a21oi_1,262,0.85
a22o_1,230,1.3
a22oi_1,71,0.34
a31oi_1,76,0.31
and2_1,94,0.38
and3_1,75,0.30
buf_1,59,0.14
buf_2,193,0.62
clkbuf_1,343,0.83
dfrtp_1,3501,57
fa_1,53,0.69
ha_1,499,4.0
inv_1,712,1.7
mux2_2,1048,7.6
mux2i_1,862,5.6
nand2_1,1743,4.2
nand2b_1,138,0.56
nand3_1,288,0.93
nand4_1,38,0.15
nor2_1,301,0.73
nor2b_1,108,0.44
nor3_1,110,0.36
o21a_1,46,0.22
o21ai_0,1587,5.1
o22ai_1,33,0.13
o311ai_0,37,0.21
o31ai_1,51,0.25
or2_2,59,0.24
or3_1,48,0.19
xnor2_1,118,0.67
xor2_1,57,0.32
## worst paths after layout
path,to,slack (ps)
worst max-delay path,mac_out[0],2910
worst min-delay path,GEN_MUL[1].u_mul.multiplicand16[4],270
worst max register to register,GEN_MUL[14].u_mul.product[14],3520
worst min register to register,GEN_MUL[17].u_mul.done,370
max in group asynchronous,GEN_MUL[20].u_mul.product[10],4110
min in group clk0,GEN_MUL[17].u_mul.done,370
## metal layers
metal / wire length, um / track usage (%) / part of all wire, %
met3: 17500 / 3.93 / 5.1
met2: 153000 / 27.1 / 45
met4: 7410 / 3.45 / 2.2
met1: 164000 / 30.1 / 48
met5: 34 / 0 / 0.0099
## area by class of cell
class	count	area, sq um	area share [%]
repair buffers	683	6490	3.64
diodes	1	2.50	0.00140
flip-flops and latches	3529	88300	49.5
clock buffers	554	11100	6.24
multi-input cells	8663	61400	34.4
clock inverters	143	2000	1.12
well taps	5175	6470	3.63
inverters	727	2730	1.53
## power groups by stage
| stage | registers, mW | clock network, mW | logic (mW) |
|---|---|---|---|
| 6_report | 22.7 | 23.2 | 0.852 |
| 5_1_grt | 22.7 | 24.8 | 0.984 |
| 4_1_cts | 22.7 | 23.9 | 0.904 |
## cells by family (layout without fill, tap and decap cells)
group                      after synthesis  count (layout)  share of synthesized area [%]
xor gates and xnor gates               175             175                          0.990
other                                    1              12                        0.00242
muxes                                 1910            1910                           13.2
and+or+nand+nor                       3084            3084                           8.88
adders and majority gates              552             552                           4.72
buffers and inverters                 1333            2107                           3.41
AOI/OAI and AO/OA                     2931            2931                           11.7
DFF                                   3529            3529                           57.1
Power is estimated from default activity; no workload was simulated.
